[design/flow/design.v]
`timescale 1ns / 1ps
module spi_master_ad5791 (
    input  wire        aclk,           
    input  wire        aresetn,        
    input  wire [23:0] s_axis_tdata,   
    input  wire        s_axis_tvalid,
    output reg         s_axis_tready,
    output reg         sclk,           
    output reg         sdin,           
    output reg         sync_n,         
    output reg         ldac_n,         
    output reg         clr_n           
);
    parameter CLK_DIV_MAX = 1;  
    localparam IDLE = 0;
    localparam START = 1;
    localparam TRANSFER = 2;
    localparam QUIET = 3;
    localparam LOAD = 4;
    localparam FINISH = 5;
    reg [2:0] state;
    reg [4:0] bit_cnt;      
    reg [23:0] shift_reg;   
    reg [2:0] clk_cnt;      
    wire sclk_tick;
    assign sclk_tick = (clk_cnt == CLK_DIV_MAX); 
    always @(posedge aclk or negedge aresetn) begin
        if (!aresetn) begin
            clk_cnt <= 0;
            sclk <= 1;  
        end else begin
            if (state == START || state == TRANSFER) begin 
                if (clk_cnt == CLK_DIV_MAX) begin
                    clk_cnt <= 0;
                    sclk <= ~sclk; 
                end else begin
                    clk_cnt <= clk_cnt + 1;
                end
            end else begin
                sclk <= 1;  
                clk_cnt <= 0;
            end
        end
    end
    always @(posedge aclk or negedge aresetn) begin
        if (!aresetn) begin
            state <= IDLE;
            s_axis_tready <= 0;
            sync_n <= 1;
            sdin <= 0;
            bit_cnt <= 0;
            ldac_n <= 1;  
            clr_n  <= 1;  
        end else begin
            case (state)
                IDLE: begin
                    sync_n <= 1;
                    ldac_n <= 1;
                    s_axis_tready <= 1;  
                    if (s_axis_tvalid && s_axis_tready) begin
                        s_axis_tready <= 0;  
                        shift_reg <= s_axis_tdata; 
                        state <= START;
                        sdin <= s_axis_tdata[23];  
                        bit_cnt <= 23;
                    end
                end
                START: begin
                    sync_n <= 0;
                    if (sclk_tick && sclk == 1) state <= TRANSFER; 
                end
                TRANSFER: begin
                    if (sclk_tick && sclk == 0) begin  
                        if (bit_cnt == 0) begin
                            state <= QUIET;
                        end else begin
                            bit_cnt <= bit_cnt - 1;
                            sdin <= shift_reg[bit_cnt - 1]; 
                        end
                    end
                end
                QUIET: begin
                    if(sclk_tick) begin  
                        sync_n <= 1;     
                        state <= LOAD;
                    end
                end
                LOAD:begin           
                    ldac_n <= 0;     
                    state <= FINISH;
                end
                FINISH: begin
                    ldac_n <= 1;     
                    state <= IDLE;
                end
            endcase
        end
    end
endmodule
[design/flow/run.sh]
#!/bin/bash
# OpenROAD 26Q1-2900-gdf79404cd8, Yosys 0.63+post, stock flow scripts
make -C /OpenROAD-flow-scripts/flow DESIGN_CONFIG=/design/flow/config.mk WORK_HOME=/design/flow/orfs finish
[design/flow/config.mk]
export PLATFORM = sky130hd
export DESIGN_NAME = spi_master_ad5791
export DESIGN_NICKNAME = spi_master_ad5791
export VERILOG_FILES = /design/flow/design.v
export SDC_FILE = /design/flow/constraint.sdc
export NUM_CORES = 4
export LEC_CHECK = 1
export CORE_AREA = 10 10 112 112
export DIE_AREA = 0 0 122 122
[design/flow/constraint.sdc]
current_design spi_master_ad5791

set clk_period 3.3
set clk_io_pct 0.2

create_clock -name clk0 -period $clk_period [get_ports {aclk}]

set non_clock_inputs [all_inputs -no_clocks]
set_input_delay [expr $clk_period * $clk_io_pct] -clock clk0 $non_clock_inputs
set_output_delay [expr $clk_period * $clk_io_pct] -clock clk0 [all_outputs]
==> flow_summary.json <==
{
  "outcome": "completed",
  "routabilityCongestion": 0.816,
  "critPathLaunchType": "flip-flop",
  "sw_frac_of_total_pct": 20.2,
  "slowest_stage": "sky130_fd_sc_hd__dfrtp_1",
  "postSynthAreaPerCell_um2": 12.8,
  "cap_violations": 0,
  "share_of_final_layout_standard_cells_stronger_than_drive_strength_1_pct": 12.2,
  "rows": 37,
  "drt_first_pass_iters": 4,
  "worstHoldPathType": "reg -> reg",
  "dp_hpwl_mm": 2.78,
  "flip_flop_count_of_the_largest_register_after_layout": 24,
  "tritoncts": "done",
  "yosys_instances": 155,
  "chipHeight_um": 122,
  "grt.total_usage_pct": 5.36,
  "worstPathRequired_ps": 3480,
  "drtIter0Drc": 120,
  "ys_warns": 1,
  "timing_hold_violations_final": 0,
  "internal-power_w": 0.000739,
  "final.setup.tns_ps": 0,
  "power.leakage_nw": 0.856,
  "power.clock.fraction_pct": 34.7,
  "tally_of_openroad_warnings": 26,
  "worst_hold_path.num_cells": 0,
  "tritoncts_num_sinks": 43,
  "grt_pass1_vias": 1300,
  "antenna_found_initial": 0,
  "vdd_ir_drop_max_uv": 201,
  "layout_area_overhead_pct": 26.7,
  "critical-path-max-stage-delay_ps": 650,
  "grt-ovfl-total": 0,
  "yosys.stat.chipArea_um2": 1990,
  "floorplan.io_pins": 33,
  "report.final.setup_viol": 0,
  "synth-seq-cells": 43,
  "post_synth_instance_area_um2": 1990,
  "clock-skew-final_ps": 10.5,
  "grt_start_max_net_pins": 25,
  "yosys.cell_types.count": 47,
  "power_per_cell_area_nw_per_um2": 368,
  "ys_seq_share_pct": 60.4,
  "h-tree-depth": 2,
  "reg2reg_depth": 7,
  "finalMaxSlewViolations": 0,
  "period_used_pct": 74.8,
  "endpoint_class_of_the_critical_path": "flip-flop",
  "worstSetupPathType": "reg -> reg",
  "maxClockFrequency_mhz": 405,
  "worstPathCellList": "inv_1 -> ha_1 -> xnor2_1 -> a2111oi_0 -> a21oi_1 -> a31oi_1 -> a21oi_1",
  "fin_area_um2": 2520,
  "seq_power_share_pct": 61.3,
  "placeableCoreArea_um2": 10200,
  "wire_length_of_the_first_global_routing_pass_mm": 6.64,
  "die-width_um": 122,
  "minimum_clock_period_after_layout_ps": 2470,
  "totalWireLength_mm": 3.92,
  "floorplan.die_area_um2": 14900,
  "combinationalPowerShare_pct": 4.0,
  "cts.clk_slew.worst_paths_ps": 80,
  "critPathMaxFanout": 14,
  "postRouteAntennaNets": 0,
  "clock.latency.late_pin_ps": 290,
  "post-cts-setup-buffer-count": 0,
  "slew_headroom_pct": 60.6,
  "numCtsBuffers": 5,
  "timing_worst_slew_pin_value_ps": 587,
  "numPortBuffers": 31,
  "wl_per_cell_um": 12.1,
  "insertedDiodeCount": 0,
  "holdBufCountCts": 0,
  "ctsLongestPathBuffers": 2,
  "timing.critical_path.mode_cell": "sky130_fd_sc_hd__a21oi_1",
  "floorplanUtilization_pct": 19.4,
  "post_synth_inst_count": 155,
  "cp.arrival_ps": 2650,
  "dr_total_vias": 1313,
  "total_switching_power_w": 0.000187,
  "nFillCells": 1048,
  "grt_setup_unrepaired": "no",
  "drcViolationCount": 0,
  "postCtsResizedCells": 0,
  "dpl-instance-area_um2": 2440,
  "post_drt_via_cell_ratio": 4.05,
  "cts_root_buffer": "sky130_fd_sc_hd__clkbuf_8"
}
[final timing paths]
| path | from | endpoint | slack (ps) |
|---|---|---|---|
| worst max-delay path | bit_cnt[0]$_DFFE_PN0P_ | sdin$_DFFE_PN0P_ | 830 |
| worst min-delay path | state[1]$_DFF_PN0_ | state[4]$_DFF_PN0_ | 390 |
| worst max register to register | bit_cnt[0]$_DFFE_PN0P_ | sdin$_DFFE_PN0P_ | 830 |
| worst min register to register | state[1]$_DFF_PN0_ | state[4]$_DFF_PN0_ | 390 |
| max in group asynchronous | aresetn | ldac_n$_DFFE_PN1P_ | 2330 |
| min in group asynchronous | aresetn | state[1]$_DFF_PN0_ | 690 |
[cell usage in the layout (no fill, tap or decap), types with 2 or more instances in the layout]
master                            instances
sky130_fd_sc_hd__a2111oi_0                2
sky130_fd_sc_hd__a21oi_1                  8
sky130_fd_sc_hd__xnor2_1                  2
sky130_fd_sc_hd__o21ai_0                  5
sky130_fd_sc_hd__o21a_1                   2
sky130_fd_sc_hd__mux2i_1                  3
sky130_fd_sc_hd__clkdlybuf4s50_1         31
sky130_fd_sc_hd__dfstp_2                  4
sky130_fd_sc_hd__nand2b_1                 3
sky130_fd_sc_hd__clkinv_1                 2
sky130_fd_sc_hd__o22ai_1                  3
sky130_fd_sc_hd__ha_1                     2
sky130_fd_sc_hd__mux4_1                   4
sky130_fd_sc_hd__nor2b_1                  3
sky130_fd_sc_hd__nor3_1                   3
sky130_fd_sc_hd__nor2_1                  11
sky130_fd_sc_hd__and2_1                   2
sky130_fd_sc_hd__a31oi_1                  7
sky130_fd_sc_hd__clkbuf_8                 5
sky130_fd_sc_hd__nand3_1                  4
sky130_fd_sc_hd__inv_1                    6
sky130_fd_sc_hd__buf_4                    2
sky130_fd_sc_hd__dfrtp_1                 15
sky130_fd_sc_hd__or3_1                    2
sky130_fd_sc_hd__edfxtp_1                24
sky130_fd_sc_hd__nand2_1                  9
[cells in the mapped netlist, drive strengths merged]
cell      n  area share, %
a21oi    10            3.3
nand4b    1           0.44
nor2     12            2.3
o21a      2           0.75
or4b      1           0.69
a41oi     1           0.44
ha        2            1.3
dfstp     4            5.3
nor4b     2            1.2
o31a      1           0.44
mux4      4            5.3
or3b      2           0.88
a21bo     1           0.50
xnor2     2           0.88
nand2b    3           0.94
o41ai     1           0.44
conb      1           0.19
inv       6            1.1
o22ai     3           0.94
a2111oi   2           0.88
mux2      1           0.57
nor3      3           0.75
nor3b     1           0.38
o211ai    1           0.38
o21ai     5            1.3
edfxtp   24             36
dfrtp    15             19
nor2b     3           0.94
or3       2           0.63
nand2    10            2.0
nand3     4            1.0
nand4     1           0.31
a31oi     7            2.2
mux2i     3            1.5
o21ba     1           0.50
xor2      1           0.44
buf       8            2.6
or2       1           0.31
and2      2           0.63
nand3b    1           0.38
[power groups by stage]
| stage | clock network (W) | logic (W) | registers (W) |
|---|---|---|---|
| global route | 0.000357 | 0.0000403 | 0.000567 |
| CTS | 0.000337 | 0.0000378 | 0.000567 |
| finish | 0.000322 | 0.0000368 | 0.000568 |
[area by class of cell]
type | instances | area (um^2) | share of cell area (%)
clock buffers | 5 | 68.8 | 2.73
inverters | 6 | 22.5 | 0.894
flip-flops and latches | 43 | 1200 | 47.7
multi-input cells | 98 | 717 | 28.5
repair buffers | 33 | 325 | 12.9
clock inverters | 3 | 15.0 | 0.596
well taps | 136 | 170 | 6.75
[critical path, delay by kind of cell (launching register included)]
family	cells	cell delay, ps
adder cells (fa/ha/maj)	1	350
XOR/XNOR	1	280
buffers and inverters	1	170
flip-flops	1	650
AND-OR/OR-AND	4	890
[routing by layer]
metal / share of wire (%) / track usage, % / up-vias
met2: 47 / 8.34 / 31
met5: 0 / 0 / -
li1: - / - / 643
met3: 5.0 / 1.69 / 6
met4: 1.7 / 0.745 / 0
met1: 46 / 7.43 / 633
[cells by family after synthesis]
group / count (synthesis) / synth area share, %
compound gates: 35 / 12.0
xor+xnor: 3 / 1.32
fa+ha+maj: 2 / 1.26
buf+inv: 14 / 3.71
flops: 43 / 60.4
mux: 8 / 7.36
other cells: 1 / 0.188
simple gates: 49 / 13.8
[stage by stage]
stage               hold slack [ps]  total power, W  cells  utilization, %  setup slack [ps]
global placement                366        0.000616    316            23.8               868
detailed placement              373        0.000617    316            23.8               812
floorplan                       349        0.000580    155               -              1050
CTS                             398        0.000943    324            24.6               774
finish                          391        0.000926    324            24.6               831
global route                    418        0.000965    324            24.6               574
No activity file was given, so power comes from the tool's default toggle rates.
