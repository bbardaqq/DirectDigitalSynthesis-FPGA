[./run.sh]
#!/bin/bash
# OpenROAD 26Q1-2900-gdf79404cd8, Yosys 0.63+post, stock flow scripts
make -C /OpenROAD-flow-scripts/flow DESIGN_CONFIG=/design/flow/config.mk WORK_HOME=/design/flow/orfs finish
[./constraint.sdc]
current_design uartrx

set clk_period 2.8
set clk_io_pct 0.2

create_clock -name clk0 -period $clk_period [get_ports {clk}]

set non_clock_inputs [all_inputs -no_clocks]
set_input_delay [expr $clk_period * $clk_io_pct] -clock clk0 $non_clock_inputs
set_output_delay [expr $clk_period * $clk_io_pct] -clock clk0 [all_outputs]
[./design.v]
`timescale 1ns / 1ps
module uartrx #(
    parameter integer CLK_FREQ  = 100_000_000,
    parameter integer BAUDRATE  = 115200
)(
    input  wire       clk,
    input  wire       rst_n,     
    input  wire       rx,       
    output reg  [7:0] data_out,
    output reg        valid     
);
    localparam integer BAUD_TICK = CLK_FREQ / BAUDRATE;    
    localparam integer HALF_TICK = BAUD_TICK / 2;
    localparam [1:0] IDLE  = 2'b00;
    localparam [1:0] START = 2'b01;
    localparam [1:0] DATA  = 2'b10;
    localparam [1:0] STOP  = 2'b11;
    reg [15:0] counter;
    reg [1:0]  state;
    reg [7:0]  shift_reg;
    reg [2:0]  bit_cnt;
    reg rx_sync0, rx_sync1;
    always @(posedge clk) begin
        if (!rst_n) begin
            rx_sync0 <= 1'b1;
            rx_sync1 <= 1'b1;
        end else begin
            rx_sync0 <= rx;
            rx_sync1 <= rx_sync0;
        end
    end
    always @(posedge clk) begin
        if (!rst_n) begin
            counter   <= 0;
            state     <= IDLE;
            shift_reg <= 8'h00;
            bit_cnt   <= 3'd0;
            data_out  <= 8'h00;
            valid     <= 1'b0;
        end else begin
            valid <= 1'b0;
            case (state)
               IDLE: begin
                    if (rx_sync1 == 1'b0) begin
                        state   <= START;
                        counter <= 0;
                    end
                end
                START: begin
                    if (counter >= HALF_TICK - 1) begin
                        counter <= 0;
                        state   <= DATA;
                        bit_cnt <= 3'd0;
                    end else begin
                        counter <= counter + 1;
                    end
                end
                DATA: begin
                    if (counter >= BAUD_TICK - 1) begin
                        counter <= 0;
                        shift_reg <= {rx_sync1, shift_reg[7:1]};
                        if (bit_cnt == 3'd7) begin
                            state   <= STOP;
                            bit_cnt <= 3'd0;
                        end else begin
                            bit_cnt <= bit_cnt + 1;
                        end
                    end else begin
                        counter <= counter + 1;
                    end
                end
                STOP: begin
                    if (counter >= BAUD_TICK - 1) begin
                        counter  <= 0;
                        data_out <= shift_reg;
                        valid    <= 1'b1;
                        state    <= IDLE;
                    end else begin
                        counter <= counter + 1;
                    end
                end
                default: begin
                    state <= IDLE;
                end
            endcase
        end
    end
endmodule
[./config.mk]
export PLATFORM = sky130hd
export DESIGN_NAME = uartrx
export DESIGN_NICKNAME = uartrx
export VERILOG_FILES = /design/flow/design.v
export SDC_FILE = /design/flow/constraint.sdc
export NUM_CORES = 4
export LEC_CHECK = 1
export CORE_UTILIZATION = 30
==> job_summary.md <==
### Yosys + OpenROAD results

| Metric | Value |
|---|---|
| Worst hold stages | `1` |
| R2R setup slack | `between 700 and 800 ps` |
| Crit path largest cell delay | `about 440 ps` |
| Ao+oa area frac | `a little over a tenth` |
| Ys async rst share | `0%` |
| Max clock buf depth | `2` |
| Worst setup EP type | `flip-flop` |
| Synth mux share | `roughly a tenth` |
| Synth Cell Area | `~1800 um^2` |
| Yosys cell types | `39` |
| Yosys Chip Area | `between 1500 and 2000 um^2` |
| Number of enable flip-flop cells | `0` |
| Min Tclk post-route | `a little over 2000 ps` |
| Critical path, cell by cell | `inv_1 -> ha_1 -> nor4b_1 -> o2111ai_1 -> o32ai_4 -> o21ai_2 -> nor2_1` |
| DR pass1 iterations | `6` |
| Cells in synth_stat.txt | `~190` |
| Rows | `28` |
| Post-route insts no fill | `around 280` |
| YS warnings | `1` |
| Design Power | `roughly 1.2 mW` |
| WL per Instance | `11.5 um` |
| Post-synthesis sequential area ratio | `between 40 and 50%` |
| Post-layout period usage | `73.0%` |
| Clk_skew | `between 8 and 9 ps` |
| Chip Width | `roughly 80 um` |
| Syn Inst Count | `194` |
| Vias in the first global route | `~1200` |
| Hold Buf Count CTS | `0` |
| Routed vias/inst | `~4.8` |
| Cell type with the largest total area | `dfxtp_1` |
| GRT overflow | `0` |
| # resized after CTS | `0` |
| Worst hold path class | `reg2reg` |
| Top cells by count | `42 x dfxtp_1, 35 x nor2_1, 19 x mux2i_1, 13 x nand2_1, 9 x nand3_1` |
| Simple share | `between 20% and 30%` |
| CTS sink count | `approximately 42` |
| Synth-to-layout area growth | `18.0%` |
| Count of final setup violators | `0` |
| Min-delay src | `rx_sync0$_SDFF_PN1_` |
| Reg-to-reg endpoint | `counter[15]$_SDFFE_PN0P_` |
| DR vias | `around 1400` |
| IO Pins | `12` |
| Most common cell in the synthesized netlist | `dfxtp_1` |
| CTS root buffer | `clkbuf_8` |
| Die Ht | `approximately 80 um` |
| CP Class | `reg2reg` |
| Max reg flops | `16` |
| Final hold vios | `0` |
| DP Wirelength | `2.16 mm` |
| Yosys adder share | `3.41%` |
| Ys flops | `about 42` |
| Core Density at Floorplan | `between 30% and 40%` |
| Share of layout cells above drive strength 1 | `under 10%` |
| Max-area cell share | `between 40% and 50%` |
| Most common reg cell | `dfxtp_1` |
| Headroom to the max-slew limit | `about three fifths` |
| Largest net degree at the start of global routing | `19` |
| GRT Resource Usage Total | `11.1%` |
| Max cap viols | `0` |
| Top cells, area | `dfxtp_1 46%, mux2i_1 10%, nor2_1 7.2%, ha_1 3.4%, xor2_1 2.9%` |
| Reg2reg start | `counter[0]$_SDFFE_PN0P_` |
| Total Neg Setup Slack | `0 ps` |
| Htree depth | `2` |
| Max FO, Critical Path | `8` |
| Total CTS buffers | `5` |
| First-pass GRT wire length | `roughly 5.6 mm` |
| Critical path data arrival time | `between 2000 and 2500 ps` |
| Worst r2r path cells | `7` |
| OpenROAD warnings | `27` |
| Routed wire length | `approximately 3.3 mm` |
| TritonCTS clock tree | `yes` |
| Worst vdd ir | `0.306 mV` |
| Post-CTS Setup Bufs | `0` |
| Buf+Inv Stages, Crit Path | `1` |
| PwrDens | `about 570 nW/um^2` |
| PortBufs | `11` |
| Outcome | `finished, final reports clean` |
| Worst-margin pin slew | `between 600 and 700 ps` |
| Final ANT Viol Nets | `0` |
| Post-Place Cells | `between 200 and 300` |
| Required @ worst endpoint | `2970 ps` |
| Startpoint Class | `flip-flop` |
| RSZ-0062 raised after global routing | `no` |
| DRC | `0` |
| Latency at later pin | `between 200 and 300 ps` |
| Final slew viol count | `0` |
| Largest logic family | `simple AND/OR/NAND/NOR gates` |
| DRT iter0 DRCs | `just over 100` |
| Total core area | `around 5900 um^2` |
| Synth Area per Inst | `approximately 9.5 um^2` |
| Slowest cell on crit path | `dfxtp_1` |
| Leakage | `0.918 nW` |
| ANT cells | `0` |
| Min-Delay Endpoint | `rx_sync1$_SDFF_PN1_` |
| CP top delay family | `AND-OR/OR-AND gates` |
| Worst hold slack | `about 410 ps` |
| Antenna violations before repair | `0` |
| Clock slew at reported path FFs | `around 80 ps` |
| XOR/XNOR Area Share | `about 3.8%` |
| Die area | `between 6000 and 7000 um^2` |
| FMAX | `489 MHz` |
| Placer Congestion | `between 0.8 and 0.9` |
-- layer usage --
metal | wire [um] | track usage, % | vias to the layer above
met3 | 94 | 2.31 | 6
li1 | - | - | 708
met1 | 1750 | 17.0 | 624
met4 | 39 | 1.43 | 0
met2 | 1380 | 16.8 | 20
met5 | 0 | 0 | -
-- logic make-up (layout without fill, tap and decap cells) --
logic type | count (synthesis) | count (layout)
flip-flops | 42 | 42
adder cells (fa/ha/maj) | 5 | 5
multiplexers | 19 | 19
buffers and inverters | 14 | 28
AND/OR/NAND/NOR | 82 | 82
XOR/XNOR | 8 | 8
AND-OR/OR-AND | 24 | 24
-- power breakdown --
part / internal [mW] / leakage (nW) / switching, mW
clock network: 0.380 / 0.0714 / 0.206
registers: 0.600 / 0.339 / 0.00267
logic: 0.0113 / 0.507 / 0.0249
total: 0.991 / 0.918 / 0.234
-- area by class of cell --
cell class	count	area (um^2)
Clock buffer	6	82.6
Clock inverter	2	60.1
Fill cell	578	3750
Inverter	6	22.5
Multi-Input combinational cell	138	935
Sequential cell	42	841
Tap cell	75	93.8
Timing Repair Buffer	14	133
-- through the flow --
step / worst slack, ps / instance area (um^2) / util [%]
floorplan: 1040 / 1840 / -
global placement: 882 / 2020 / 34.2
detailed placement: 825 / 2020 / 34.2
CTS: 807 / 2170 / 36.6
global route: 616 / 2170 / 36.6
finish: 755 / 2170 / 36.6
-- cell usage in the layout (no fill, tap or decap), types with 3 or more instances in the layout --
master	n
nand3_1	9
nand4_1	5
nand2_1	13
and3_1	5
a21oi_1	8
nor2_1	35
mux2i_1	19
buf_4	3
xor2_1	6
dfxtp_1	42
inv_1	6
clkbuf_8	6
ha_1	5
o21ai_1	4
clkdlybuf4s50_1	11
-- worst max path at each step --
stage,end,slack [ps],cells after the start,from
CTS,counter[15]$_SDFFE_PN0P_,810,7,counter[0]$_SDFFE_PN0P_
global route,counter[15]$_SDFFE_PN0P_,620,7,counter[0]$_SDFFE_PN0P_
finish,counter[15]$_SDFFE_PN0P_,760,7,counter[0]$_SDFFE_PN0P_
Power and IR drop assume default switching activity.
