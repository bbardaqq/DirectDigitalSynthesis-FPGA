[design/flow/design.v]
`timescale 1ns / 1ps
module packet_parser(
    input wire clk,
    input wire reset,  
    input wire [7:0] rx_data,
    input wire rx_valid,
    output wire [63:0] m_axis_dds_config_tdata,
    output wire        m_axis_dds_config_tvalid
);
    parameter [31:0] DEFAULT_FREQ = 32'd42949; 
    reg [31:0] freq_reg;
    reg [31:0] phase_reg;
    localparam IDLE = 0;
    localparam GET_CMD = 1;
    localparam GET_DATA = 2;
    reg [2:0] state;
    reg [7:0] cmd_reg;
    reg [31:0] temp_data;
    reg [2:0] byte_cnt;
    assign m_axis_dds_config_tdata = {phase_reg, freq_reg};
    assign m_axis_dds_config_tvalid = 1'b1;  
    always @(posedge clk) begin
        if (!reset) begin  
            state <= IDLE;
            freq_reg <= DEFAULT_FREQ;
            phase_reg <= 0;
            byte_cnt <= 0;
            temp_data <= 0;
            cmd_reg <= 0;
        end else begin
            if (rx_valid) begin
                case (state)
                    IDLE: begin
                        if (rx_data == 8'hAA) state <= GET_CMD; 
                    end
                    GET_CMD: begin
                        cmd_reg <= rx_data;
                        byte_cnt <= 0;
                        temp_data <= 0;
                        if (rx_data == 8'h01 || rx_data == 8'h02 || rx_data == 8'h03)
                            state <= GET_DATA;
                        else
                            state <= IDLE;
                    end
                    GET_DATA: begin
                        temp_data <= {temp_data[23:0], rx_data};
                        byte_cnt <= byte_cnt + 1;
                        if ((cmd_reg == 8'h01 || cmd_reg == 8'h02) && byte_cnt == 3) begin
                             state <= 3;
                        end
                        else if (cmd_reg == 8'h03 && byte_cnt == 1) begin
                             state <= 3; 
                        end
                    end
                    3: begin  
                        if (rx_data == 8'h55) begin
                            if (cmd_reg == 8'h01) freq_reg <= temp_data;
                            if (cmd_reg == 8'h02) phase_reg <= temp_data;
                        end
                        state <= IDLE; 
                    end
                endcase
            end
        end
    end
endmodule
[design/flow/run.sh]
#!/bin/bash
# OpenROAD 26Q1-2900-gdf79404cd8, Yosys 0.63+post, stock flow scripts
make -C /OpenROAD-flow-scripts/flow DESIGN_CONFIG=/design/flow/config.mk WORK_HOME=/design/flow/orfs finish
[design/flow/config.mk]
export PLATFORM = sky130hd
export DESIGN_NAME = packet_parser
export DESIGN_NICKNAME = packet_parser
export VERILOG_FILES = /design/flow/design.v
export SDC_FILE = /design/flow/constraint.sdc
export NUM_CORES = 4
export LEC_CHECK = 1
export CORE_UTILIZATION = 30
[design/flow/constraint.sdc]
current_design packet_parser

set clk_period 5.3
set clk_io_pct 0.2

create_clock -name clk0 -period $clk_period [get_ports {clk}]

set non_clock_inputs [all_inputs -no_clocks]
set_input_delay [expr $clk_period * $clk_io_pct] -clock clk0 $non_clock_inputs
set_output_delay [expr $clk_period * $clk_io_pct] -clock clk0 [all_outputs]
==> impl_metrics.tcl <==
# metrics dict for downstream scripts
set metrics [dict create \
    status "completed" \
    p_clk_share_pct 44.7 \
    top_cells_by_area "dfxtp_1 53%, mux2i_1 15%, nand2_1 9.5%" \
    cp_cell_sequence "clkdlybuf4s50_1 -> nor3_1 -> nand4_4 -> mux2i_1" \
    clkTransAtPathRegs_ns 0.07 \
    cts_root_buffer "clkbuf_16" \
    relSlewSlack_pct 42.5 \
    cts_tree "done" \
    holdCritStartpoint "cmd_reg[6]" \
    fp.coreArea_um2 13800 \
    timing.rr.end "freq_reg[16]" \
    ctsHoldBuffers 0 \
    hp-class "register to register" \
    place_area_um2 5040 \
    min_period_over_period_pct 61.6 \
    clkLatencyLatePin_ns 0.34 \
    hold_ws_ns 0.459 \
    synth.largest_area_cell "dfxtp_1" \
    cts_resized 0 \
    grt_first_pass_wirelength_um 15700 \
    p_leak_nw 2.22 \
    worst_slew_pin_slew_ns 0.861 \
    grt_antenna_before_repair 0 \
    p_comb_share_pct 2.2 \
    grt_max_degree 88 \
    hold-path-endpoint "cmd_reg[6]" \
    cts_buffer_depth 2 \
    layout-drive-gt1-share_pct 5.27 \
    fill_cells 1329 \
    ant_nets 0 \
    p_per_area_nw_per_um2 293 \
    critical_path_class "input pin to register" \
    ys_cells 451 \
    area_delta_synth_final_pct 26.8 \
    grt_pass1_vias 3103 \
    fmax_mhz 307 \
    fin_worst_skew_ns 0.00747 \
    syn_area_um2 4230 \
    numCtsBuffers 9 \
    endpoint_kind "register" \
    port_buffers 74 \
    fp-utilization_pct 30.6 \
    min_period_ns 3.26 \
    p_sw_share_pct 21.1 \
    pwr-share-seq_pct 53.1 \
    setup_tns_ns 0 \
    ys_area_um2 4230 \
    vias_per_cell 4.64 \
    start_kind "input pin" \
    reg2reg_slack_ns 3.01 \
    ys_types 30 \
    ys_warn_count 1 \
    fp.dieH_um 121 \
    worstPathArrival_ns 3.52 \
    hpwl_um 6210 \
    cap_violations 0 \
    rsz0062_at_grt "no" \
    setup_violations 0 \
    cp.required_ns 5.55 \
    chipArea_um2 14600 \
    die_w_um 121 \
    tool_warnings 26 \
    edf_count 0 \
    yosys.stat.seqShare_pct 52.6 \
    drv_slew 0 \
    postSynthCellCount 451 \
    ys.flop_type "dfxtp_1" \
    drc_errors 0 \
    p_int_w 0.00124 \
    gp_congestion 0.858 \
    rows 43 \
    rr_startpoint "cmd_reg[3]" \
    first_pass_iters 4 \
    postSynthAreaPerCell_um2 9.37 \
    wl_per_cell_um 13.6 \
    clock_sinks 111 \
    wirelength_um 9390 \
    drt_iter0_markers 196 \
    hold_violations 0 \
    ys_seq_elements 111 \
    switching_power_w 0.000332 \
    async_flop_share_pct 0 \
    vdd_ir_drop_max_uv 146 \
    slowest_stage "nand4_4" \
    io_pins 76 \
    whs_path_depth 2 \
    via_count 3210 \
    overflow 0 \
    synth_largest_type_area_fraction_pct 52.6 \
    rr_worst_depth 4 \
    grt_usage_pct 13.6 \
    max_stage_delay_ns 0.83 \
    cp_max_fo 32 \
    final_area_um2 5360 \
    antenna_cells 0 \
    cts_htree_levels 3 \
    cts_setup_buffers 0 \
]
## cell type report
| type | instances | area (um^2) | share of cell area [%] |
|---|---|---|---|
| Multi-Input combinational cell | 303 | 1810 | 33.9 |
| Tap cell | 180 | 225 | 4.20 |
| Timing Repair Buffer | 78 | 766 | 14.3 |
| Inverter | 4 | 15.0 | 0.280 |
| Sequential cell | 111 | 2220 | 41.5 |
| Clock inverter | 5 | 62.6 | 1.17 |
| Clock buffer | 11 | 253 | 4.72 |
## critical path, delay by kind of cell
kind	cells	cell delay (ns)
and+or+nand+nor	2	1.53
muxes	1	0.39
buffers and inverters	1	0.52
## power by group through the flow
stage	Clock (W)	Sequential (W)	Combinational (W)
4_1_cts	0.000716	0.000833	0.0000355
5_1_grt	0.000755	0.000833	0.0000384
6_report	0.000702	0.000833	0.0000353
## logic make-up (layout without fill, tap and decap cells)
logic type / Yosys count / in the layout / synth area share, %
adder cells (fa/ha/maj): 3 / 3 / 0.888
other: 1 / 1 / 0.0887
AND-OR/OR-AND: 51 / 51 / 8.35
multiplexers: 64 / 64 / 15.2
flip-flops: 111 / 111 / 52.6
AND/OR/NAND/NOR: 184 / 184 / 18.4
buffers and inverters: 37 / 98 / 4.56
## per-layer routing
layer  track usage, %  vias up  part of all wire, %
met1             21.4     1502                   48
met4             1.62        0                 0.72
met5                0        -                    0
li1                 -     1627                    -
met2             20.0       74                   45
met3             3.13        7                  6.3
## stage by stage
stage	utilization [%]	total power (W)	cells	worst slack, ns
4_1_cts	38.7	0.00159	692	2.05
3_3_place_gp	36.5	0.000887	676	1.76
2_1_floorplan	-	0.000874	451	2.91
5_1_grt	38.7	0.00163	692	1.90
6_report	38.7	0.00157	692	2.04
3_5_place_dp	36.5	0.000888	676	1.73
## worst max-delay path by stage
stage | startpoint | end | slack (ns) | depth (start not counted)
after CTS | rx_data[3] | freq_reg[16] | 2.05 | 4
after global routing | rx_data[3] | freq_reg[8] | 1.90 | 4
final | rx_data[3] | freq_reg[16] | 2.04 | 4
## cell usage after synthesis, types with 2 or more instances
cell	instances
buf_2	4
nor2_1	59
dfxtp_1	111
nand2_1	107
nor2b_1	3
a22oi_1	32
nand4_1	4
a21oi_1	12
and2_1	2
clkbuf_1	22
buf_6	6
nor3_1	3
inv_1	3
mux2i_1	64
ha_1	3
nand4_4	2
## layout by cell type (no fill, tap or decap), types with 2 or more instances in the layout
cell type / netlist / layout
nand2_1: 107 / 107
nor2b_1: 3 / 3
dfxtp_1: 111 / 111
clkbuf_16: 0 / 9
nor2_1: 59 / 58
buf_4: 1 / 4
inv_6: 0 / 2
clkdlybuf4s50_1: 0 / 73
nand4_4: 2 / 2
clkinvlp_4: 0 / 2
nand4_1: 4 / 4
a21oi_1: 12 / 12
clkbuf_8: 0 / 2
a22oi_1: 32 / 32
inv_1: 3 / 3
nor3_1: 3 / 3
mux2i_1: 64 / 64
ha_1: 3 / 3
and2_1: 2 / 2
No activity file was given, so power comes from the tool's default toggle rates.
